$ cat config.mk
export PLATFORM = sky130hd
export DESIGN_NAME = srv_icb_mem
export DESIGN_NICKNAME = srv_icb_mem
export VERILOG_FILES = /design/flow/design.v
export SDC_FILE = /design/flow/constraint.sdc
export NUM_CORES = 4
export LEC_CHECK = 1
export CORE_AREA = 10 10 98 98
export DIE_AREA = 0 0 108 108
$ cat constraint.sdc
current_design srv_icb_mem

set clk_period 3.4
set clk_io_pct 0.2

create_clock -name clk0 -period $clk_period [get_ports {clk}]

set non_clock_inputs [all_inputs -no_clocks]
set_input_delay [expr $clk_period * $clk_io_pct] -clock clk0 $non_clock_inputs
set_output_delay [expr $clk_period * $clk_io_pct] -clock clk0 [all_outputs]
$ cat design.v
package srv_constant;
parameter bit[2:0] CC_FU_IU    = 3'd0 ;
parameter bit[2:0] CC_FU_MUL   = 3'd1 ;
parameter bit[2:0] CC_FU_DIV   = 3'd2 ;
parameter bit[2:0] CC_FU_BU    = 3'd3 ;
parameter bit[2:0] CC_FU_LSU   = 3'd4 ;
parameter bit[3:0] CC_OPCODE0  = 4'd0 ;
parameter bit[3:0] CC_OPCODE1  = 4'd1 ;
parameter bit[3:0] CC_OPCODE2  = 4'd2 ;
parameter bit[3:0] CC_OPCODE3  = 4'd3 ;
parameter bit[3:0] CC_OPCODE4  = 4'd4 ;
parameter bit[3:0] CC_OPCODE5  = 4'd5 ;
parameter bit[3:0] CC_OPCODE6  = 4'd6 ;
parameter bit[3:0] CC_OPCODE7  = 4'd7 ;
parameter bit[3:0] CC_OPCODE8  = 4'd8 ;
parameter bit[3:0] CC_OPCODE9  = 4'd9 ;
parameter bit[3:0] CC_OPCODE10 = 4'd10;
parameter bit[3:0] CC_OPCODE11 = 4'd11;
parameter bit[3:0] CC_OPCODE12 = 4'd12;
parameter bit[1:0] CC_DES_X0   = 2'd0 ;
parameter bit[1:0] CC_DES_GPR  = 2'd1 ;
parameter bit[1:0] CC_DES_CSR  = 2'd2 ;
parameter bit[1:0] CC_SRC1_X0  = 2'd0 ;
parameter bit[1:0] CC_SRC1_GPR = 2'd1 ;
parameter bit[1:0] CC_SRC1_PC  = 2'd2 ;
parameter bit[1:0] CC_SRC1_IMM = 2'd3 ;
parameter bit[2:0] CC_SRC2_X0  = 3'd0 ;
parameter bit[2:0] CC_SRC2_GPR = 3'd1 ;
parameter bit[2:0] CC_SRC2_CSR = 3'd2 ;
parameter bit[2:0] CC_SRC2_PC  = 3'd3 ;
parameter bit[2:0] CC_SRC2_IMM = 3'd4 ;
parameter bit[2:0] CC_IMM_TP0  = 3'd0 ;
parameter bit[2:0] CC_IMM_TP1  = 3'd1 ;
parameter bit[2:0] CC_IMM_TP2  = 3'd2 ;
parameter bit[2:0] CC_IMM_TP3  = 3'd3 ;
parameter bit[2:0] CC_IMM_TP4  = 3'd4 ;
parameter bit[2:0] CC_IMM_TP5  = 3'd5 ;
parameter bit[2:0] CC_IMM_TP6  = 3'd6 ;
parameter bit[2:0] CC_IMM_TP7  = 3'd7 ;
parameter bit[11:0] CC_CSR_ADDR_MEPC = 12'h341;
parameter int CC_W_JP = 5;
typedef struct packed{
    logic [8:0]     reserved3   ;
    logic           tsr         ;
    logic           tw          ;
    logic           tvm         ;
    logic           mxr         ;
    logic           sum         ;
    logic           mprv        ;
    logic [1:0]     xs          ;
    logic [1:0]     fs          ;
    logic [1:0]     mpp         ;
    logic [1:0]     vs          ;
    logic           spp         ;
    logic           mpie        ;
    logic           ube         ;
    logic           spie        ;
    logic           reserved2   ;
    logic           mie         ;
    logic           reserved1   ;
    logic           sie         ;
    logic           reserved0   ;
} T_MSTATUS;
typedef struct packed{
    logic [15:0]    reserved8   ;
    logic [1:0]     reserved7   ;
    logic           lcofie      ;
    logic           reserved6   ;
    logic           meie        ;
    logic           reserved5   ;
    logic           seie        ;
    logic           reserved4   ;
    logic           mtie        ;
    logic           reserved3   ;
    logic           stie        ;
    logic           reserved2   ;
    logic           msie        ;
    logic           reserved1   ;
    logic           ssie        ;
    logic           reserved0   ;
} T_MIE;
typedef struct packed{
    logic [29:0]    base        ;
    logic [1:0]     mode        ;
} T_MTVEC;
typedef struct packed{
    logic [31:0]    mscratch    ;
} T_MSCRATCH;
typedef struct packed{
    logic [31:0]    mepc        ;
} T_MEPC;
typedef struct packed{
    logic           interrupt       ;
    logic [30:0]    exception_code  ;
} T_MCAUSE;
typedef struct packed{
    logic [31:0]    mtval           ;
} T_MTVAL;
typedef struct packed{
    logic [15:0]    reserved8   ;
    logic [1:0]     reserved7   ;
    logic           lcofip      ;
    logic           reserved6   ;
    logic           meip        ;
    logic           reserved5   ;
    logic           seip        ;
    logic           reserved4   ;
    logic           mtip        ;
    logic           reserved3   ;
    logic           stip        ;
    logic           reserved2   ;
    logic           msip        ;
    logic           reserved1   ;
    logic           ssip        ;
    logic           reserved0   ;
} T_MIP;
typedef struct packed{
    logic [31:0]    mcycle      ;
} T_MCYCLE;
typedef struct packed{
    logic [31:0]    mcycleh     ;
} T_MCYCLEH;
endpackage
module srv_icb_mem #(
    parameter  int AW_ICB = 32,
    parameter  int AW_MEM = 10,
    parameter  int DW     = 32,
    localparam int ADDR_S = $clog2(DW/8)
)(
    input                   clk                 ,
    input                   reset_n             ,
    output                  icb_cmd_ready       ,
    input                   icb_cmd_valid       ,
    input  [AW_ICB-1:0]     icb_cmd_addr        ,
    input                   icb_cmd_read        ,
    input  [DW-1:0]         icb_cmd_wdata       ,
    input  [(DW/8)-1:0]     icb_cmd_wmask       ,
    input                   icb_resp_ready      ,
    output                  icb_resp_valid      ,
    output [DW-1:0]         icb_resp_rdata      ,
    output                  icb_resp_err        ,
    output                  mem_ce              ,
    output                  mem_we              ,
    output [AW_MEM-1:0]     mem_addr            ,
    output [DW-1:0]         mem_bwe             ,
    output [DW-1:0]         mem_din             ,
    input  [DW-1:0]         mem_dout
);
wire [AW_ICB-1:0]   icb_cmd_addr_shift  ;
wire                icb_cmd_hsked       ;
wire                icb_resp_hsked      ;
reg                 mem_rd_r            ;
reg  [DW-1:0]       mem_dout_hold       ;
reg                 ost_cnt             ;
reg                 cmd_dly             ;
assign icb_cmd_addr_shift = icb_cmd_addr >> ADDR_S;
assign icb_cmd_hsked = icb_cmd_ready & icb_cmd_valid;
assign icb_resp_hsked = icb_resp_valid & icb_resp_ready;
assign icb_cmd_ready = (ost_cnt==1'b0) || ((ost_cnt==1'b1) && icb_resp_hsked);
assign mem_ce = icb_cmd_valid & icb_cmd_ready;
assign mem_we = ~icb_cmd_read;
assign mem_addr = icb_cmd_addr_shift[AW_MEM-1:0];
assign mem_din = icb_cmd_wdata;
assign icb_resp_valid = cmd_dly;
assign icb_resp_rdata = mem_rd_r ? mem_dout : mem_dout_hold;
assign icb_resp_err = 1'b0;
always @ (posedge clk or negedge reset_n) begin
    if(!reset_n)
        ost_cnt <= 1'b0;
    else if(icb_cmd_hsked & ~icb_resp_hsked)
        ost_cnt <= ost_cnt + 1'b1;
    else if(~icb_cmd_hsked & icb_resp_hsked)
        ost_cnt <= ost_cnt - 1'b1;
end
always @ (posedge clk or negedge reset_n) begin
    if(!reset_n)
        cmd_dly <= 1'b0;
    else if(icb_cmd_hsked)
        cmd_dly <= 1'b1;
    else if(icb_resp_hsked)
        cmd_dly <= 1'b0;
end
always @ (posedge clk or negedge reset_n) begin
    if(!reset_n)
        mem_rd_r <= 1'b0;
    else
        mem_rd_r <= icb_cmd_hsked & icb_cmd_read;
end
always @ (posedge clk or negedge reset_n) begin
    if(!reset_n)
        mem_dout_hold <= '0;
    else if(mem_rd_r)
        mem_dout_hold <= mem_dout;
end
generate for(genvar i=0;i<(DW/8);i++) begin: BWE_LOOP1
    for(genvar j=0;j<8;j++) begin: BWE_LOOP2
        assign mem_bwe[i*8+j] = icb_cmd_wmask[i];
    end
end endgenerate
endmodule
$ cat run.sh
#!/bin/bash
# OpenROAD 26Q1-2900-gdf79404cd8, Yosys 0.63+post, stock flow scripts
make -C /OpenROAD-flow-scripts/flow DESIGN_CONFIG=/design/flow/config.mk WORK_HOME=/design/flow/orfs finish
==> job_summary.md <==
### Metrics collected by this job

| Metric | Value |
|---|---|
| GP Congestion | `0.6930` |
| Syn Inst Count | `approximately 160` |
| Yosys stat chip area | `0.002062 mm2` |
| DP HPWL | `around 3000 um` |
| Design Power | `roughly 0.0019 W` |
| Lkg Pwr | `about 1.0 nW` |
| Setup violations, final | `0` |
| IO Pins | `216` |
| GRT busiest layer | `met2` |
| Met1 Use GR | `0.08289` |
| First-pass GRT wire length | `just under 6000 um` |
| Fraction of layout cells with a size suffix above 1 | `0.2778` |
| Clk pwr share | `0.191` |
| Max Fclk | `around 0.37 GHz` |
| H-tree depth | `2` |
| Net Switching | `0.0004238 W` |
| Hold-fix buffers, CTS | `0` |
| Worst hold path class | `input port to asynchronous set/reset pin` |
| Peak supply drop | `between 0.15 and 0.2 mV` |
| PD cells | `804.6 mW/mm2` |
| Most instantiated logic cell after routing | `clkdlybuf4s50_1` |
| Top area cell types | `dfrtp_1 (42%), buf_4 (27%), mux2_4 (22%), buf_12 (2.9%), mux2_2 (1.1%)` |
| Minimum clock period after layout | `2.739 ns` |
| Die width | `around 110 um` |
| Grt ovf | `0` |
| Cell Area, Synth | `0.002062 mm2` |
| Ys cells | `between 150 and 200` |
| Max incr delay on CP | `0.74 ns` |
| PortBufs | `between 70 and 80` |
| Worst Path Arrival | `~2.1 ns` |
| Register share after synthesis | `0.4248` |
| Late-Pin Clk Latency | `between 0.2 and 0.3 ns` |
| Via Count | `between 900 and 1000` |
| Post-DP Area | `roughly 0.0023 mm2` |
| CTS Sinks | `35` |
| Chip Height | `between 100 and 150 um` |
| Worst Path Required | `2.72 ns` |
| Crit path kind | `flip-flop to output port` |
| Area leader, netlist | `dfrtp_1` |
| Final core occ | `0.3154` |
| Area leader share | `0.4248` |
| Post-synthesis cell type count | `15` |
| Syn-to-layout area delta | `16.99%` |
| Tool warning count | `approximately 47` |
| Internal | `0.001517 W` |
| CTS tree | `done` |
| Cell row count | `32` |
| WL/cell | `roughly 15 um` |
| Clock Path Buffers | `2` |
| Number of buffers created by CTS | `5` |
| Detail Route Antenna Nets | `0` |
| Most instantiated logic cells after routing | `clkdlybuf4s50_1 (71), dfrtp_1 (34), mux2_4 (30), clkbuf_8 (5), inv_1 (3)` |
| Die area | `approximately 0.012 mm2` |
| Clk root buf | `clkbuf_8` |
| DR pass1 iterations | `2` |
| Final TNS setup | `0 ns` |
| Vias in the first global route | `1023` |
| Clock Skew | `between 0.009 and 0.01 ns` |
| Status | `completed` |
| CP max stage cell | `dfrtp_2` |
| RSZ-0062 raised after global routing | `false` |
| Max_cap viols | `0` |
| DRC | `0` |
| Final hold viol count | `0` |
| Logic gate share of total power | `0.449` |
| DRT Wirelength | `between 4000 and 5000 um` |
| Vias per inst | `3.761` |
| Layout fillers | `between 700 and 800` |
| Sw Ratio | `0.2183` |
| Routing usage on met2 | `0.08534` |
| Syn_area_per_cell | `roughly 13 um2` |
| Core area | `roughly 0.0076 mm2` |
| Slew @ Worst Pin | `about 0.58 ns` |
| CTS resizes | `0` |
| Diodes inserted | `0` |
| Initial antenna violation count | `0` |
| Register area | `just under 900 um2` |
| Critical Path, Cell by Cell | `buf_12, mux2_2, clkdlybuf4s50_1` |
| Global-route usage over all layers | `0.06288` |
| Max-Slew Margin vs Limit | `0.6154` |
| Crit end category | `output port` |
| Iter 0 DRT Violations | `19` |
| Startpoint types | `flip-flop` |
| Synthesized registers | `35` |
| Pin count of the biggest net entering global routing | `36` |
| Cell area after layout | `about 0.0024 mm2` |
| Final period util | `0.8055` |
| M3 GR Usage | `0.02892` |
| Postcts setup bufs | `0` |
| Slew Limit Fails | `0` |
| Clk slew on worst S/H paths | `0.08 ns` |
| Pre-Place Util | `0.2696` |
| Crit Path Max Fanout | `17` |
| Flop pwr share | `0.360` |
| Yosys Warn Count | `1` |
| Logic cell area | `roughly 540 um2` |
routing by layer:
metal | routed length, um | vias to the layer above | part of all wire
met1 | 1593 | 458 | 0.40
met3 | 506 | 30 | 0.13
met4 | 185 | 0 | 0.046
met2 | 1727 | 62 | 0.43
met5 | 0 | - | 0
li1 | - | 443 | -
cells in the mapped netlist:
| cell type | instances |
|---|---|
| buf_4 | 75 |
| dfrtp_1 | 35 |
| mux2_4 | 30 |
| buf_12 | 3 |
| inv_1 | 3 |
| a21oi_1 | 2 |
| mux2_2 | 2 |
| nand2_1 | 2 |
| a21bo_2 | 1 |
| and3_1 | 1 |
| buf_6 | 1 |
| conb_1 | 1 |
| ha_1 | 1 |
| o32ai_1 | 1 |
| xor2_1 | 1 |
area by class of cell:
class / count / area share
tap: 102 / 0.05290
timing repair buffer: 74 / 0.3081
multi-input combinational: 42 / 0.2241
clock inverter: 3 / 0.01815
inverter: 3 / 0.004668
sequential: 35 / 0.3636
clock buffer: 5 / 0.02853
flip-flops by register name (all words and copies together), names as in the netlist:
signal         flops
ost_cnt            1
mem_rd_r           1
mem_dout_hold     32
cmd_dly            1
power by group through the flow:
stage	registers (W)	clock network, W	logic [W]
after CTS	0.000701	0.000392	0.000898
after global routing	0.000721	0.000408	0.000950
final	0.000698	0.000371	0.000871
logic make-up after synthesis:
logic type,after synthesis,share of synthesized area
compound gates,4,0.01396
xor+xnor,1,0.004248
fa+ha+maj,1,0.006067
buf+inv,82,0.3131
flops,35,0.4248
mux,32,0.2294
other cells,1,0.001819
simple gates,3,0.006678
path summary, 6_finish.rpt:
path,slack [ns],cells past startpoint,start,to
setup / recovery,0.66,3,mem_rd_r,icb_resp_rdata[31]
hold / removal,0.43,2,reset_n,mem_dout_hold[5]
max in group asynchronous,2.62,2,reset_n,mem_rd_r
setup reg to reg,1.93,2,mem_rd_r,mem_dout_hold[31]
hold reg to reg,0.49,1,mem_dout_hold[12],mem_dout_hold[12]
min in group clk0,0.49,1,mem_dout_hold[12],mem_dout_hold[12]
critical path: cells and delay by family (launching register included):
family / cells / cell delay, ns
buf+inv: 2 / 0.67
mux: 1 / 0.37
flops: 1 / 0.74
per-stage QoR:
step                      setup WS, ns  instances  hold WS [ns]
after detailed placement        0.8163        256        0.4770
after CTS                       0.5989        264        0.4369
after global placement          0.8311        256        0.4764
final                           0.6612        264        0.4322
after global routing            0.5288        264        0.4584
after floorplan                  1.803        159        0.3844
Power and IR drop assume default switching activity.
